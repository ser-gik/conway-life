===== design/flow/config.mk =====
export PLATFORM = sky130hd
export DESIGN_NAME = cont_cmd_gen
export DESIGN_NICKNAME = cont_cmd_gen
export VERILOG_FILES = /design/flow/design.v
export SDC_FILE = /design/flow/constraint.sdc
export NUM_CORES = 4
export LEC_CHECK = 1
export CORE_AREA = 10 10 106 106
export DIE_AREA = 0 0 116 116

===== design/flow/constraint.sdc =====
current_design cont_cmd_gen

set clk_period 6.8
set clk_io_pct 0.2

create_clock -name clk0 -period $clk_period [get_ports {clk}]

set non_clock_inputs [all_inputs -no_clocks]
set_input_delay [expr $clk_period * $clk_io_pct] -clock clk0 $non_clock_inputs
set_output_delay [expr $clk_period * $clk_io_pct] -clock clk0 [all_outputs]

===== design/flow/design.v =====
module cont_cmd_gen(
    input clk,
    input reset,
    input [6:0] switches,
    output [2:0] cmd,
    output [31:0] cmd_arg0,
    output cmd_valid
);
    localparam BASE_BIT = 25; 
    reg [31:0] timer;
    wire [31:0] timer_next;
    always @(posedge clk or posedge reset) begin
        if (reset) begin
            timer <= {32{1'b1}};
        end
        else begin
            timer <= timer_next;
        end
    end
    assign timer_next = timer + 1'b1;
    wire [6:0] pulses;
    genvar i;
    generate
        for (i = 0; i < 7; i = i + 1) begin: pulse
            assign pulses[i] = ~timer[BASE_BIT - 2 * i] & timer_next[BASE_BIT - 2 * i];
        end
    endgenerate
    assign cmd = 3'b001;
    assign cmd_arg0 = 32'b1;
    assign cmd_valid = switches[6] ? pulses[6] :
                       switches[5] ? pulses[5] :
                       switches[4] ? pulses[4] :
                       switches[3] ? pulses[3] :
                       switches[2] ? pulses[2] :
                       switches[1] ? pulses[1] :
                       switches[0] ? pulses[0] :
                       1'b0;
endmodule

===== design/flow/run.sh =====
#!/bin/bash
# OpenROAD 26Q1-2900-gdf79404cd8, Yosys 0.63+post, stock flow scripts
make -C /OpenROAD-flow-scripts/flow DESIGN_CONFIG=/design/flow/config.mk WORK_HOME=/design/flow/orfs finish

==> deck_impl_summary.md <==
Key Metrics from the Run

STA
  – Fmax: 225 MHz
  – Final hold slack: 0.454 ns
  – Fin Clk Skew: 0.000746 ns
  – Slew Limit Fails: 0
  – Final Hold Viols: 0
  – Final setup fails: 0
  – RSZ-0062 raised after global routing: false
  – Setup_tns: 0 ns
  – Clock period minus worst slack: 4.45 ns
  – Final Cycle Share: 0.654

Setup path
  – CP max stage delay: 0.58 ns
  – FF-to-FF End: timer[25]$_DFF_PP1_
  – Critical path class: reg -> out
  – CP arrival: 3.09 ns
  – Critical Path Start Type: register
  – Crit Path Max Fanout: 5
  – Worst path required time: 5.44 ns
  – CP max stage cell: dfstp_2
  – Worst Setup End Kind: primary output
  – Worst-path cell chain: nand3_1 > nor2_1 > nand2_1 > nor3_1 > ha_1 > nand2_1 > o21ai_0 > a221oi_1 > o41ai_1 > clkdlybuf4s50_1
  – R2R setup slack: 4.93 ns
  – Reg2reg start: timer[2]$_DFF_PP1_
  – Worst setup path start: timer[2]$_DFF_PP1_
  – Reg2Reg Depth: 6
  – Worst Setup EP: cmd_valid
  – Critical Path Most Common Cell: nand2_1

Route
  – Ant. Diodes: 0
  – Antenna viol nets, final: 0
  – DR iter-0 viols: 32
  – Routed len/inst: 8.78 um
  – Post-Route WL: 2.47 mm
  – Residual DRC: 0
  – Vias/cell: 3.27
  – Vias: 919
  – Drt first pass iters: 4

Layout
  – Largest register FFs: 26
  – Layout cells sized above 1: 0.197
  – Fill cells: 970
  – Regs by FF count: timer x26
  – Area Growth Syn to Fin: 9.45%
  – Final cell count without fillers: 281
  – Top reg by flops: timer

Floorplan
  – Full die area: 13500 um2
  – Die Wd: 116 um
  – Die height: 116 um
  – Std-Cell Rows: 34
  – IO Count: 45
  – Floorplan Utilization: 0.178
  – Core Area: 8850 um2

Place
  – Cells after DPL: 277
  – Routability cong.: 0.818
  – Buffers on Ports: 9
  – Hpwl dp: 2.02 mm

CTS
  – Clk pin slew, worst setup/hold paths: 0.08 ns
  – CTS tree: yes
  – Resized Gates After CTS: 0
  – CTS Hold Buffers Added: 0
  – # H-tree levels: 1
  – Number of setup buffers added after CTS: 0
  – Clk root buf: clkbuf_8
  – Inserted Clock Buffers: 3
  – Latency at later pin: 0.26 ns
  – Clock buffer depth: 2
  – TritonCTS sink count: 26

Synthesis
  – Seq share, synth: 0.434
  – Synth Register Bits: 26
  – Mean Syn Cell Area: 9.78 um2
  – # Cells Yosys: 161
  – Yosys warnings: 1
  – Mapped Cells: 161
  – Yosys chip area: 1580 um2
  – Mapped cell area: 1580 um2
  – Synth unique cells: 22

Global route
  – Largest net degree at the start of global routing: 27
  – Vias in the first global route: 998
  – Antenna violations before repair: 0
  – First-pass GRT wire length: 4.35 mm
  – Congestion Overflow GR: 0
  – GR Util All Layers: 0.0369

Pwr
  – Leakage power: 0.000744 uW
  – Pwr per Cell Area: 152 nW/um2
  – Worst VDD drop: 0.0647 mV
  – Power Total: 263 uW

Run
  – Log Warnings: 25
  – Maxcap violations: 0

Run status
  – Status: complete, no violations

Min path
  – Worst hold path type: reg -> reg
[per-layer routing]
| metal | routed length [um] | global-route usage | vias up |
|---|---|---|---|
| li1 | - | - | 467 |
| met1 | 1240 | 0.0529 | 422 |
| met2 | 1100 | 0.0580 | 28 |
| met3 | 86 | 0.00523 | 2 |
| met4 | 40 | 0.00834 | 0 |
| met5 | 0 | 0 | - |
[cells in the final DEF (no fill, tap or decap)]
master and instances:
nor2_1 11, nand4_4 1, clkbuf_8 4, dfstp_2 26, nand4_1 3, inv_1 18, and3_1 4, and4_1 1
ha_1 8, nor2b_1 1, o41ai_1 1, xor2_1 8, nor4_4 1, nor4_2 1, conb_1 35, nand2_1 14
nand3_1 8, nor3_1 4, buf_4 1, a21oi_1 3, a221oi_1 1, clkdlybuf4s50_1 9, xnor2_1 9, o21ai_0 1
[area by class of cell]
type                            count  area [um2]  area share
Clock buffer                        4        55.1      0.0319
Timing Repair Buffer               10        97.6      0.0566
Inverter                           18        67.6      0.0392
Multi-Input combinational cell    115         686       0.398
Sequential cell                    26         683       0.396
Tap cell                          108         135      0.0784
[cells in the mapped netlist (all sizes together)]
master | instances | share of area
a21oi | 3 | 0.0095
a221oi | 1 | 0.0056
and3 | 4 | 0.016
and4 | 1 | 0.0056
buf | 35 | 0.17
conb | 2 | 0.0048
dfstp | 26 | 0.43
ha | 8 | 0.064
inv | 18 | 0.043
nand2 | 14 | 0.033
nand3 | 8 | 0.025
nand4 | 4 | 0.025
nor2 | 11 | 0.026
nor2b | 1 | 0.0040
nor3 | 4 | 0.013
nor4 | 2 | 0.021
o21ai | 1 | 0.0032
o41ai | 1 | 0.0056
xnor2 | 9 | 0.050
xor2 | 8 | 0.044
[cell families (layout without fill, tap and decap cells)]
logic type / Yosys count / after routing / share of synthesized area
compound gates: 6 / 6 / 0.0238
xor+xnor: 17 / 17 / 0.0945
fa+ha+maj: 8 / 8 / 0.0635
buf+inv: 53 / 32 / 0.210
flops: 26 / 26 / 0.434
other cells: 2 / 35 / 0.00477
simple gates: 49 / 49 / 0.170
[critical path: cells and delay by family (launching register included)]
| kind | cells | cell delay, ns |
|---|---|---|
| buffers and inverters | 1 | 0.52 |
| flip-flops | 1 | 0.58 |
| adder cells (fa/ha/maj) | 1 | 0.18 |
| AND-OR/OR-AND | 3 | 0.58 |
| AND/OR/NAND/NOR | 5 | 0.96 |
[worst min path at each step]
| stage | slack [ns] | cells after the start | endpoint | startpoint |
|---|---|---|---|---|
| after CTS | 0.46 | 1 | timer[0]$_DFF_PP1_ | timer[0]$_DFF_PP1_ |
| after global routing | 0.47 | 1 | timer[0]$_DFF_PP1_ | timer[0]$_DFF_PP1_ |
| final | 0.45 | 1 | timer[0]$_DFF_PP1_ | timer[0]$_DFF_PP1_ |
[report_power, final]
part | internal [uW] | switching, uW | leakage [uW]
Combinational | 5.34 | 5.78 | 0.000446
Clock | 51.6 | 44.4 | 0.0000288
Sequential | 155 | 0 | 0.000269
Total | 212 | 50.2 | 0.000744
[stage by stage]
step                      area (um2)  setup WS (ns)   util
after floorplan                 1700           3.55      -
after global placement          1670           2.46  0.189
after detailed placement        1670           2.45  0.189
after CTS                       1720           2.29  0.195
after global routing            1720           2.00  0.195
final                           1720           2.35  0.195
Power is estimated from default activity; no workload was simulated.
